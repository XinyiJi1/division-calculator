==> config.mk <==
export PLATFORM = sky130hd
export DESIGN_NAME = lab6part3
export DESIGN_NICKNAME = lab6part3
export VERILOG_FILES = /design/flow/design.v
export SDC_FILE = /design/flow/constraint.sdc
export NUM_CORES = 4
export LEC_CHECK = 1
export CORE_UTILIZATION = 50
==> constraint.sdc <==
current_design lab6part3

set clk_period 4.8
set clk_io_pct 0.2

create_clock -name clk0 -period $clk_period [get_ports {CLOCK_50}]

set non_clock_inputs [all_inputs -no_clocks]
set_input_delay [expr $clk_period * $clk_io_pct] -clock clk0 $non_clock_inputs
set_output_delay [expr $clk_period * $clk_io_pct] -clock clk0 [all_outputs]
==> design.v <==
module lab6part3(SW, KEY, CLOCK_50, LEDR, HEX0, HEX1,HEX2,HEX3,HEX4,HEX5);
    input [9:0] SW;
    input [3:0] KEY;
    input CLOCK_50;
    output [8:0] LEDR;
    output [6:0] HEX0, HEX1,HEX2,HEX3,HEX4,HEX5;
    wire resetn;
    wire go;
    wire [8:0] data_result;
    assign go = ~KEY[1];
    assign resetn = KEY[0];
    part2 u0(
        .clk(CLOCK_50),
        .resetn(resetn),
        .go(go),
        .data_in(SW[7:0]),
        .data_result(data_result)
    );
    assign LEDR[8:0] = data_result;
    hex_decoder H0(
        .hex_digit(SW[3:0]), 
        .segments(HEX0)
        );
    hex_decoder H1(
        .hex_digit(SW[7:4]), 
        .segments(HEX2)
        );
	hex_decoder H2(
        .hex_digit(data_result[3:0]), 
        .segments(HEX4)
        );	 
	hex_decoder H3(
        .hex_digit(data_result[7:4]), 
        .segments(HEX5)
        ); 
	hex_decoder H4(
        .hex_digit(4'b0), 
        .segments(HEX1)
        );
   hex_decoder H5(
        .hex_digit(4'b0), 
        .segments(HEX3)
        );
endmodule
module part2(
    input clk,
    input resetn,
    input go,
    input [7:0] data_in,
    output [8:0] data_result
    );
    wire ld_a, ld_r;
    wire ld_alu_out;
    wire [2:0]alu_op;
    control C0(
        .clk(clk),
        .resetn(resetn),
        .go(go),
        .ld_alu_out(ld_alu_out), 
        .ld_a(ld_a),
        .ld_r(ld_r), 
        .alu_op(alu_op)
    );
    datapath D0(
        .clk(clk),
        .resetn(resetn),
        .ld_alu_out(ld_alu_out), 
        .ld_a(ld_a),
        .ld_r(ld_r), 
        .alu_op(alu_op),
        .data_in(data_in),
        .data_result(data_result)
    );
 endmodule        
module control(
    input clk,
    input resetn,
    input go,
    output reg  ld_a,  ld_r,
    output reg  ld_alu_out,
    output reg [2:0]alu_op
    );
    reg [2:0] current_state, next_state; 
	 reg [2:0]count;
    localparam  S_LOAD_A        = 4'd0,
                S_LOAD_A_WAIT   = 4'd1,
                S_shift        = 4'd2,
                S_substract   = 4'd3,
                S_q0        = 4'd4,
                S_add   = 4'd5,
                S_output        = 4'd6;
    always @(*)
    begin: state_table 
            case (current_state)
                S_LOAD_A: begin 
					 count = 3'b000;
					 next_state = go ? S_LOAD_A_WAIT : S_LOAD_A;
				    end  	 
                S_LOAD_A_WAIT: next_state = go ? S_LOAD_A_WAIT : S_shift;  
                S_shift: next_state = S_substract; 
                S_substract: next_state = S_q0; 
                S_q0: next_state = S_add; 
                S_add: begin
					 count = count+3'b001;
					 next_state = (count == 3'b100) ? S_output : S_shift;
					 end 
                S_output:next_state =S_LOAD_A;
            default:     next_state = S_LOAD_A;
        endcase
    end  
    always @(*)
    begin: enable_signals
        ld_alu_out = 1'b0;
        ld_a = 1'b0;
        ld_r = 1'b0;
        alu_op       = 3'b000;
        case (current_state)
            S_LOAD_A: begin
                ld_a = 1'b1;
                end
            S_shift: begin
                ld_alu_out = 1'b1; ld_a = 1'b1;
					 alu_op = 3'b010;
                end
            S_substract: begin
                ld_alu_out = 1'b1; ld_a = 1'b1;
					 alu_op = 3'b001;
                end
            S_add: begin
                ld_alu_out = 1'b1; ld_a = 1'b1;
					 alu_op = 3'b000;
                end
            S_q0: begin 
                ld_alu_out = 1'b1; ld_a = 1'b1; 
                alu_op = 3'b011; 
            end
            S_output: begin
                ld_r = 1'b1;
					 alu_op = 3'b100;  
            end
        endcase
    end  
    always@(posedge clk)
    begin: state_FFs
        if(!resetn)
            current_state <= S_LOAD_A;
        else
            current_state <= next_state;
    end  
endmodule
module datapath(
    input clk,
    input resetn,
    input [7:0] data_in,
    input ld_alu_out, 
    input ld_a,
    input ld_r,
    input [2:0]alu_op, 
    output reg [8:0] data_result
    );
    reg [8:0] a;
    reg [8:0] alu_out;
    always @ (posedge clk) begin
        if (!resetn) begin
            a <= 9'd0; 
        end
        else begin
            if (ld_a)
                a <= ld_alu_out ? alu_out : {5'b00000,data_in[7:4]};  
        end
    end
    always @ (posedge clk) begin
        if (!resetn) begin
            data_result <= 8'd0; 
        end
        else 
            if(ld_r)
                data_result <= alu_out;
    end
    always @(*)
    begin : ALU
        case (alu_op)
            3'b000: begin
				if(a[8]==1'b1)
                   alu_out = a + {1'b0,data_in[3:0],4'b0};
				else
			          alu_out = a + {8'b00000000};	 
               end
            3'b001: begin
                   alu_out = a - {1'b0,data_in[3:0],4'b0};  
               end
				3'b010: begin
				       alu_out = {a[7:0],1'b0};
					end
				3'b011:begin
				      if(a[8]==1'b1)
                   alu_out = {a[8:1],1'b0} ;
						else
						 alu_out = {a[8:1],1'b1} ;
               end 
				3'b100:begin
				       alu_out = a ;	
               end
            default: alu_out = 8'b0;
        endcase
    end
endmodule
module hex_decoder(hex_digit, segments);
    input [3:0] hex_digit;
    output reg [6:0] segments;
    always @(*)
        case (hex_digit)
            4'h0: segments = 7'b100_0000;
            4'h1: segments = 7'b111_1001;
            4'h2: segments = 7'b010_0100;
            4'h3: segments = 7'b011_0000;
            4'h4: segments = 7'b001_1001;
            4'h5: segments = 7'b001_0010;
            4'h6: segments = 7'b000_0010;
            4'h7: segments = 7'b111_1000;
            4'h8: segments = 7'b000_0000;
            4'h9: segments = 7'b001_1000;
            4'hA: segments = 7'b000_1000;
            4'hB: segments = 7'b000_0011;
            4'hC: segments = 7'b100_0110;
            4'hD: segments = 7'b010_0001;
            4'hE: segments = 7'b000_0110;
            4'hF: segments = 7'b000_1110;   
            default: segments = 7'h7f;
        endcase
endmodule
==> run.sh <==
#!/bin/bash
# OpenROAD 26Q1-2900-gdf79404cd8, Yosys 0.63+post, stock flow scripts
make -C /OpenROAD-flow-scripts/flow DESIGN_CONFIG=/design/flow/config.mk WORK_HOME=/design/flow/orfs finish
==> flow_metrics.env <==
# physical design summary
export IMPL_drc=0
export IMPL_drv_slew=0
export IMPL_largest_area_cell="dfxtp_1"
export IMPL_cts_buffers=5
export IMPL_ir_drop_mv=0.129
export IMPL_post_cts_buffers=0
export IMPL_fin_total_pwr_mw=0.712
export IMPL_slew_headroom_pct=52.8
export IMPL_hold_viol_final=0
export IMPL_netlist_instances=388
export IMPL_cap_violations=0
export IMPL_p_leak_nw=1.53
export IMPL_vias_per_cell=5.57
export IMPL_synthMostInstantiatedCell="dfxtp_1"
export IMPL_yosysUniqueCellTypes=67
export IMPL_io_buffer_count=47
export IMPL_antenna_found_initial=0
export IMPL_postRouteAntennaNets=0
export IMPL_ctsLongestPathBuffers=2
export IMPL_cts_resized=0
export IMPL_finalNonFillerCells=495
export IMPL_first_global_vias=2488
export IMPL_dp_cells=487
export IMPL_fillers=518
export IMPL_cts_tree="built"
export IMPL_die_area_um2=6660
export IMPL_power_density_nw_per_um2=193
export IMPL_register_area_um2=826
export IMPL_hp_class="register to register"
export IMPL_gp_congestion=0.909
export IMPL_clk_pin_slew_ps=80
export IMPL_synth_warnings=6
export IMPL_logic_area_um2=2070
export IMPL_r2r_slack_ps=1980
export IMPL_min_period_ps=3980
export IMPL_die_w_um=81.6
export IMPL_clock_latency_ps=290
export IMPL_area_growth_pct=16.3
export IMPL_cts_root_buf="clkbuf_8"
export IMPL_ys_top_cells_by_count="dfxtp_1, ha_1, o21ai_0"
export IMPL_core_rowCount=28
export IMPL_grt_usage_pct=21.0
export IMPL_setup_viol=0
export IMPL_die_h_um=81.6
export IMPL_wirelength_um=6600
export IMPL_grt_pass1_wl_um=11000
export IMPL_edf_count=0
export IMPL_clock_fmax_ghz=0.251
export IMPL_topCellsByArea="dfxtp_1, ha_1, o21ai_0, buf_4, a21oi_1"
export IMPL_required_ps=3840
export IMPL_top_cell_area_share_pct=24.6
export IMPL_path_class="input pin to output pin"
export IMPL_syn_area_um2=3170
export IMPL_dp_hpwl_um=4720
export IMPL_drtPass1Iterations=4
export IMPL_drive_above_1_share_pct=7.14
export IMPL_cp_arrival_ps=3020
export IMPL_rr_endpoint="HEX4[1]"
export IMPL_cts_hold_buffers_added=0
export IMPL_fp_util_pct=52.6
export IMPL_end_kind="output pin"
export IMPL_ys_area_um2=3170
export IMPL_drtIter0Drc=88
export IMPL_htree_levels=2
export IMPL_io_pins=66
export IMPL_fin_worst_skew_ps=6.08
export IMPL_startpoint="SW[5]"
export IMPL_overflow=0
export IMPL_synthFlopType="dfxtp_1"
export IMPL_outcome="completed"
export IMPL_warnings=51
export IMPL_worst_pin_slew_ps=706
export IMPL_cp_endpoint="HEX2[0]"
export IMPL_syn_area_per_cell_um2=8.17
export IMPL_grt_max_degree=33
export IMPL_core_area_um2=6030
export IMPL_final_util_pct=61.2
export IMPL_vias=2759
export IMPL_n_antenna_cell=0
export IMPL_crit_fanout=5
export IMPL_r2r_start="u0.C0.current_state[6]"
export IMPL_setup_tns_ps=0
export IMPL_routedWlPerCell_um=13.3
export IMPL_period_used_pct=82.9
export IMPL_untimed_endpoints=3
export IMPL_unclocked_regs=3
export IMPL_rsz0062_at_grt="no"
export IMPL_ys_cells=388
export IMPL_critPathLaunchType="input pin"
export IMPL_rr_worst_depth=7
export IMPL_async_reset_ff_share_pct=0
export IMPL_ys_ff=42
## metrics by stage
stage	instance area (um2)	setup slack [ps]	hold WS [ps]
2_1_floorplan	3220	1940	431
3_3_place_gp	3570	845	460
3_5_place_dp	3570	844	466
4_1_cts	3690	830	479
5_1_grt	3690	745	492
6_report	3690	823	476
## worst min path at each step
stage / end / startpoint / slack [ps] / cells after the start
CTS: u0.D0.data_result[8] / u0.D0.data_result[8] / 480 / 2
global route: u0.D0.data_result[8] / u0.D0.data_result[8] / 490 / 2
finish: u0.D0.data_result[8] / u0.D0.data_result[8] / 480 / 2
## placed cells by master (no fill, tap or decap), drive strengths merged, types with 4 or more instances in the layout
master / count
o22ai: 8
nor2b: 8
ha: 30
nor4: 4
conb: 14
clkbuf: 5
dfxtp: 39
a22o: 5
nor2: 25
nand3: 11
nand2: 24
and3b: 4
inv: 23
nand3b: 5
clkdlybuf4s50: 47
o211ai: 8
and2: 9
nand2b: 10
o21ai: 32
mux2: 4
nor3: 6
a31oi: 8
mux2i: 7
a21boi: 9
a21oi: 22
## final cells by class
type / count / share of cell area, %
inverter: 23 / 2.34
sequential: 42 / 22.4
clock buffer: 5 / 1.87
multi-input combinational: 297 / 56.3
timing repair buffer: 50 / 13.4
tap: 75 / 2.55
clock inverter: 3 / 1.19
## logic make-up (layout without fill, tap and decap cells)
logic type               Yosys count  after routing  synth area share [%]
adder cells (fa/ha/maj)           32             32                  13.1
flip-flops                        39             39                  24.6
AND/OR/NAND/NOR                  122            122                  21.7
multiplexers                      11             11                  3.87
latches                            3              3                  1.42
AND-OR/OR-AND                    114            114                  24.0
XOR/XNOR                           4              4                  1.11
buffers and inverters             61             81                  9.94
other                              2             14                 0.237
## layer usage
| metal | track usage (%) | share of wire (%) |
|---|---|---|
| met5 | 0 | 0 |
| met4 | 2.63 | 0.55 |
| met3 | 3.95 | 5.2 |
| met2 | 34.8 | 45 |
| met1 | 29.7 | 50 |
## sequential cells by signal, indices dropped and copies added, names as in the netlist
register / cells
u0.D0.a: 9
u0.D0.data_result: 9
HEX4: 7
HEX5: 7
u0.C0.current_state: 7
u0.C0.count: 3
## critical path: stages
cell and delay, ps:
clkdlybuf4s50_1 490, inv_1 170, ha_1 260, nor2_1 90, or3b_2 460, o21ai_0 100
clkdlybuf4s50_1 490
## report_power, final
part           internal [mW]  leakage (nW)  switching, mW
sequential             0.329         0.339        0.00574
clock                  0.155        0.0581          0.120
combinational         0.0533          1.14         0.0490
total                  0.537          1.53          0.175
No activity file was given, so power comes from the tool's default toggle rates.
